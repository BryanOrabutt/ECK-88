==> design/flow/design.v <==
`timescale 1ns / 1ps
module buffer(input rst, clk, dir, input[7:0] data_in, input[10:0] address, output reg[7:0] data_out);
	reg[7:0] blockram [2047:0];  
	reg[10:0] address_i;  
	always@(posedge clk) begin
		if(rst) address_i <= 10'hFF0;
		if(dir) data_out <= blockram[address];
		else begin
			blockram[address_i] <= data_in;
			address_i <= address_i - 1'b1;
		end
	end
endmodule
`timescale 1ns / 1ps
module programmer(input clk, rst, mode, en, tx_busy, input [7:0] data_in, output reg tx_block, rdy, 
				  ale, data_latch, ce, rd, output reg[10:0] addr_dat);
	localparam PROGRAM = 2'b01, VERIFY = 2'b10, IDLE = 2'b00;
	reg[1:0] state;  
	reg[10:0] address;  
	wire delay_rdy;  
	wire ale_rdy;  
	wire rd_wr_rdy;  
	wire prg_end;  
	reg start, addr_state, tx_state, prg_fall;
	delay_cycles #(.WAIT_CYCLES(1000100)) prg_dly(.clk(clk), .rst(rst), .rdy(delay_rdy), .en(start));
	delay_cycles #(.WAIT_CYCLES(3)) ale_dly(.clk(clk), .rst(rst), .rdy(ale_rdy), .en(ale));	
	delay_cycles #(.WAIT_CYCLES(100)) prg_fall_dly(.clk(clk), .rst(rst), .rdy(prg_end), .en(rd));
	always@(posedge clk)begin
		if(rst) begin
			rdy <= 1'b0;
			data_latch <= 1'b1;
			addr_dat <= 11'b0;
			state <= IDLE;
			addr_state <= 1'b0;
			addr_state <= 1'b1;
			address <= 11'hFF0;  
			rd <= 1'b1;
			tx_state <= 0;
			prg_fall <= 0;
		end
		else begin
			if(state == IDLE && ~en) begin
				start <= 0;
				rdy <= 0;
				addr_dat <= 11'b0;
				data_latch <= 0;
			end
			else if(state == IDLE && en) state <= (mode) ? PROGRAM:VERIFY;
			else if(state == PROGRAM && en) begin
				if(addr_state) begin  
					ce <= 1'b0;
					addr_dat <= address;  
					ale <= 1;  
					if(ale_rdy) begin
						addr_state <= 1'b0;  
						data_latch <= 1'b1;  
						ale <= 0;  
					end
				end
				else begin
					start <= 1'b1;  
					rd <= 1'b1;  
					if(~delay_rdy) begin  
						ce <= 1'b1;  
						addr_dat[7:0] <= data_in;  
						data_latch <= 1'b0;  
						prg_fall <= 1'b1;
					end
					else begin
						if(prg_end) begin
							addr_state <= 1'b1;  
							address <= address - 1'b1;  
							start <= 1'b0;  
							prg_fall <= 1'b0;
						end
					end
				end
			end
			else if(state == VERIFY && en) begin
				ce <= 1'b0;  
				if(~tx_state && ~tx_busy) begin  
					rdy <= 1'b0;  
					ale <= 1'b1;  
					addr_dat <= address;  
					tx_state <= 1'b1;  
					rd <= 1'b1;
					tx_block <= 1'b1;  
				end
				else begin  
					tx_block <= 1'b0;
					rd <= 1'b0;  
					rdy <= 1'b1;  
				end
			end
			else state <= IDLE;
		end
	end
endmodule
module delay_cycles(input clk, rst, en, output rdy);
	parameter WAIT_CYCLES = 1000000;
	parameter CTR_SIZE = $clog2(WAIT_CYCLES);
	reg[CTR_SIZE-1:0] counter;
	always@(posedge clk) begin
		if(rst || ~en) counter <= 0;
		else counter <= counter + 1'b1;
	end
	assign rdy = counter == WAIT_CYCLES;
endmodule
module programmer_top(input clk, rst_n, rx, mode, en, output tx, pce, rd, vdd_25, vdd_5, 
					  ale, output[1:0]led, inout[10:0] address);
	wire rst = ~rst_n;  
	wire[7:0] rx_data, buff_out;  
	wire new_rx_data, new_tx_data, busy, block;
	programmer pgm(.clk(clk), .rst(rst), .data_latch(vdd_25), .data_in(buff_out), .rdy(new_tx_data), 
				   .tx_busy(busy), .addr_dat(address), .ce(pce), .rd(rd), .tx_block(block), .mode(mode), 
				   .en(en), .ale(ale));
	buffer buff(.rst(rst), .clk(clk), .dir(en), .data_in(rx_data), .address(address), .data_out(buff_out));
	uart #(.CLK_RATE(50000000), .SERIAL_BAUD_RATE(115200)) host(.rst(rst), .rx(rx), .new_tx_data(new_tx_data), 
		   .clk(clk), .tx_data(address[7:0]), .tx(tx), .new_rx_data(new_rx_data), .rx_data(rx_data), 
		   .block(block), .busy(busy));
	assign led[0] = new_rx_data;
	assign led[1] = new_tx_data;
	assign vdd_5 = ~vdd_25;  
endmodule
module serial_rx(input clk, rst, rx, output [7:0] data, output new_data);
	parameter CLK_PER_BIT = 50;
    parameter CTR_SIZE = $clog2(CLK_PER_BIT);
    localparam STATE_SIZE = 2;
    localparam IDLE = 2'd0,
    WAIT_HALF = 2'd1,
    WAIT_FULL = 2'd2,
    WAIT_HIGH = 2'd3;
    reg [CTR_SIZE-1:0] ctr_d, ctr_q;
    reg [2:0] bit_ctr_d, bit_ctr_q;
    reg [7:0] data_d, data_q;
    reg new_data_d, new_data_q;
    reg [STATE_SIZE-1:0] state_d, state_q = IDLE;
    reg rx_d, rx_q;
    assign new_data = new_data_q;
    assign data = data_q;
    always @(*) begin
        rx_d = rx;
        state_d = state_q;
        ctr_d = ctr_q;
        bit_ctr_d = bit_ctr_q;
        data_d = data_q;
        new_data_d = 1'b0;
        case (state_q)
            IDLE: begin
                bit_ctr_d = 3'b0;
                ctr_d = 1'b0;
                if (rx_q == 1'b0) begin
                    state_d = WAIT_HALF;
                end
            end
            WAIT_HALF: begin
                ctr_d = ctr_q + 1'b1;
                if (ctr_q == (CLK_PER_BIT >> 1)) begin
                    ctr_d = 1'b0;
                    state_d = WAIT_FULL;
                end
            end
            WAIT_FULL: begin
                ctr_d = ctr_q + 1'b1;
                if (ctr_q == CLK_PER_BIT - 1) begin
                    data_d = {rx_q, data_q[7:1]};
                    bit_ctr_d = bit_ctr_q + 1'b1;
                    ctr_d = 1'b0;
                    if (bit_ctr_q == 3'd7) begin
                        state_d = WAIT_HIGH;
                        new_data_d = 1'b1;
                    end
                end
            end
            WAIT_HIGH: begin
                if (rx_q == 1'b1) begin
                    state_d = IDLE;
                end
            end
            default: begin
                state_d = IDLE;
            end
        endcase
    end
    always @(posedge clk) begin
        if (rst) begin
            ctr_q <= 1'b0;
            bit_ctr_q <= 3'b0;
            new_data_q <= 1'b0;
            state_q <= IDLE;
        end else begin
            ctr_q <= ctr_d;
            bit_ctr_q <= bit_ctr_d;
            new_data_q <= new_data_d;
            state_q <= state_d;
        end
        rx_q <= rx_d;
        data_q <= data_d;
    end
endmodule
module serial_tx(input clk, rst, new_data, block, output tx, busy, input [7:0] data);
	parameter CLK_PER_BIT = 50;
    parameter CTR_SIZE = $clog2(CLK_PER_BIT);
    localparam STATE_SIZE = 2;
    localparam IDLE = 2'd0,
    START_BIT = 2'd1,
    DATA = 2'd2,
    STOP_BIT = 2'd3;
    reg [CTR_SIZE-1:0] ctr_d, ctr_q;
    reg [2:0] bit_ctr_d, bit_ctr_q;
    reg [7:0] data_d, data_q;
    reg [STATE_SIZE-1:0] state_d, state_q = IDLE;
    reg tx_d, tx_q;
    reg busy_d, busy_q;  
	reg block_d, block_q;
    assign tx = tx_q;
    assign busy = busy_q;
    always @(*) begin
        block_d = block;
        ctr_d = ctr_q;
        bit_ctr_d = bit_ctr_q;
        data_d = data_q;
        state_d = state_q;
        busy_d = busy_q;
        case (state_q)
            IDLE: begin
                if (block_q) begin
                    busy_d = 1'b1;
                    tx_d = 1'b1;
                end else begin
                    busy_d = 1'b0;
                    tx_d = 1'b1;
                    bit_ctr_d = 3'b0;
                    ctr_d = 1'b0;
                    if (new_data) begin
                        data_d = data;
                        state_d = START_BIT;
                        busy_d = 1'b1;
                    end
                end
            end
            START_BIT: begin
                busy_d = 1'b1;
                ctr_d = ctr_q + 1'b1;
                tx_d = 1'b0;
                if (ctr_q == CLK_PER_BIT - 1) begin
                    ctr_d = 1'b0;
                    state_d = DATA;
                end
            end
            DATA: begin
                busy_d = 1'b1;
                tx_d = data_q[bit_ctr_q];
                ctr_d = ctr_q + 1'b1;
                if (ctr_q == CLK_PER_BIT - 1) begin
                    ctr_d = 1'b0;
                    bit_ctr_d = bit_ctr_q + 1'b1;
                    if (bit_ctr_q == 7) begin
                        state_d = STOP_BIT;
                    end
                end
            end
            STOP_BIT: begin
                busy_d = 1'b1;
                tx_d = 1'b1;
                ctr_d = ctr_q + 1'b1;
                if (ctr_q == CLK_PER_BIT - 1) begin
                    state_d = IDLE;
                end
            end
            default: begin
                state_d = IDLE;
            end
        endcase
    end
    always @(posedge clk) begin
        if (rst) begin
            state_q <= IDLE;
            tx_q <= 1'b1;
        end else begin
            state_q <= state_d;
            tx_q <= tx_d;
        end
        block_q <= block_d;
        data_q <= data_d;
        bit_ctr_q <= bit_ctr_d;
        ctr_q <= ctr_d;
        busy_q <= busy_d;
    end
endmodule
`timescale 1ns / 1ps
module uart(input rst, rx, new_tx_data, clk, block, input[7:0] tx_data, output tx, busy,
				new_rx_data, output[7:0] rx_data);
	parameter CLK_RATE = 50000000;
	parameter SERIAL_BAUD_RATE = 500000;
	parameter CLK_PER_BIT = $rtoi($ceil(CLK_RATE/SERIAL_BAUD_RATE));
	serial_rx #(.CLK_PER_BIT(CLK_PER_BIT)) uart_rx(.clk(clk), .rst(rst), .rx(rx),
					.data(rx_data), .new_data(new_rx_data));
	serial_tx #(.CLK_PER_BIT(CLK_PER_BIT)) uart_tx(.clk(clk), .rst(rst), .tx(tx),
					.block(block), .busy(busy), .data(tx_data), .new_data(new_tx_data));
endmodule
==> design/flow/run.sh <==
#!/bin/bash
# OpenROAD 26Q1-2900-gdf79404cd8, Yosys 0.63+post, stock flow scripts
make -C /OpenROAD-flow-scripts/flow DESIGN_CONFIG=/design/flow/config.mk WORK_HOME=/design/flow/orfs finish
==> design/flow/config.mk <==
export PLATFORM = sky130hd
export DESIGN_NAME = programmer_top
export DESIGN_NICKNAME = programmer_top
export VERILOG_FILES = /design/flow/design.v
export SDC_FILE = /design/flow/constraint.sdc
export NUM_CORES = 4
export LEC_CHECK = 1
export CORE_UTILIZATION = 50
export SYNTH_MEMORY_MAX_BITS = 65536
==> design/flow/constraint.sdc <==
current_design programmer_top

set clk_period 360.9
set clk_io_pct 0.2

create_clock -name clk0 -period $clk_period [get_ports {clk}]

set non_clock_inputs [all_inputs -no_clocks]
set_input_delay [expr $clk_period * $clk_io_pct] -clock clk0 $non_clock_inputs
set_output_delay [expr $clk_period * $clk_io_pct] -clock clk0 [all_outputs]
==> impl_metrics.py <==
# Metrics from the implementation run
metrics = {
    "run_status": {
        "status": "aborted with a tool error",
        "haltStage": "4_1_cts",
        "error_message": "[error] [KeplerFormal.cpp:679] Workflow failed: Iso has multiple drivers: .address0, address[0]$_SDFFE_PP0P_.Q0",
    },
    "synth": {
        "netlist.area_leader.share": 0.763,
        "cells_after_synthesis": 33800,
        "yosysTopAreaCell": "edfxtp_1",
        "synth.yosys.num_cells": 33800,
        "synth-edff-count": 16400,
        "synth_top_cell_by_count": "edfxtp_1",
        "async_reset_ff_frac": 0,
        "share_of_synthesized_area_occupied_by_flip_flops_and_latches": 0.766,
        "ys_top_cells_by_area": "edfxtp_1 (76%), mux4_2 (7.8%), mux2i_1 (5.7%)",
        "netlist_top_cells_count": "edfxtp_1 (16400), mux2i_1 (3667), nor2_1 (2588)",
        "ys_warn_count": 9,
        "prevailing_post_synth_register_cell": "edfxtp_1",
        "synth_chip_area_um2": 647000,
        "netlist-cell-type-count": 84,
        "ys.flops": 16500,
        "synth.cell_area_um2": 647000,
        "synth.avg_cell_area_um2": 19.2,
    },
    "place": {
        "buffer_ports.inserted": 12,
        "place_hpwl_mm": 1370,
        "finalWeightedCongestion": 0.988,
    },
    "clock_network": {
        "hold_buffers": 0,
        "clkSinkCount": 16500,
        "cts_post_setup_buffers_inserted": 0,
        "htree_levels": 7,
        "cts_root_buf": "clkbuf_16",
        "cts_resized": 0,
        "cts_max_path_buffers": 6,
        "tritoncts.num_buffers": 1705,
    },
    "die": {
        "die_height_mm": 1.14,
        "top_level_ports": 24,
        "num_rows": 417,
        "die_width_mm": 1.14,
        "pre_place_util": 0.501,
    },
}
## logic make-up after synthesis
group,after synthesis,synth area share
AND-OR/OR-AND,4513,0.0479
AND/OR/NAND/NOR,4337,0.0286
multiplexers,5983,0.136
buffers and inverters,2326,0.0201
XOR/XNOR,50,0.000677
flip-flops,16500,0.766
adder cells (fa/ha/maj),28,0.000542
## through the flow
step / total power, uW / area (um^2) / instances / setup slack (ps)
3_5_place_dp: 2170 / 670000 / 50300 / 273770
3_3_place_gp: 2170 / 670000 / 50300 / 284350
2_1_floorplan: 2140 / 647000 / 33800 / 286050
Power and IR drop assume default switching activity.
